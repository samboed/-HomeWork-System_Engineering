## flow/run.sh

```bash
#!/bin/bash
# OpenROAD 26Q1-2900-gdf79404cd8, Yosys 0.63+post, stock flow scripts
make -C /OpenROAD-flow-scripts/flow DESIGN_CONFIG=/design/flow/config.mk WORK_HOME=/design/flow/orfs finish
```

## flow/config.mk

```make
export PLATFORM = sky130hd
export DESIGN_NAME = Task4
export DESIGN_NICKNAME = Task4
export VERILOG_FILES = /design/flow/design.v
export SDC_FILE = /design/flow/constraint.sdc
export NUM_CORES = 4
export LEC_CHECK = 1
export CORE_UTILIZATION = 40
```

## flow/constraint.sdc

```tcl
current_design Task4

set clk_period 3.2
set clk_io_pct 0.2

create_clock -name clk0 -period $clk_period [get_ports {sck}]

set non_clock_inputs [all_inputs -no_clocks]
set_input_delay [expr $clk_period * $clk_io_pct] -clock clk0 $non_clock_inputs
set_output_delay [expr $clk_period * $clk_io_pct] -clock clk0 [all_outputs]
```

## flow/design.v

```verilog
module Task4(
					input sck,
					input mosi,
					input cs,
					output reg miso,
					output reg wr_en_out,
					output reg [23:0] wr_address_out,
					output reg [31:0] wr_data_out
				);
reg [7:0] command  = 8'h77;
reg [31:0] wr_data  = 32'b0;
reg unsigned [4:0] counter  = 5'b0;
reg write_status = 1'b0;
reg write_data_status = 1'b0;
initial
begin
	wr_en_out = 0;
	wr_address_out = 0;
	wr_data_out = 0;
end
always @(posedge sck)
begin
	if (!cs)
	begin
		wr_data <= {wr_data[30:0], mosi};
		if (!write_data_status)
		begin
			if (!write_status && (counter == 8))
			begin
				if (wr_data[7:0] != command[7:0])
				begin
					wr_en_out <= 1'b0;
					counter = 0;
				end
				else
					write_status <= 1'b1;
			end
			if (counter == 31)
				begin
					wr_en_out <= 1'b1;
					wr_address_out <= wr_data[23:0];
					counter <= 0;
					write_data_status <= 1'b1;
					wr_data <= 1'b0;
				end	
			else
				counter <= counter + 1;
		end	
		else
		begin
			if (counter == 31)
			begin
				wr_data_out <= wr_data[31:0];
				counter <= 0;
			end
			else
				counter <= counter + 1;
			miso <= wr_data[31];
		end
	end
	else
	begin
		write_status <= 1'b0;
		write_data_status <= 1'b0;
		wr_en_out <= 1'b0;
		wr_address_out <= 0;
		wr_data_out <= 0;
		wr_data <= 32'b0;
		counter <= 0;
		miso <= 1'b0;
	end
end
endmodule
```

==> flow_metrics.env <==
# physical design summary
export IMPL_fp_dieArea_mm2=0.00851
export IMPL_ys_sh_adder=0.0192
export IMPL_power_density_mw_per_mm2=485
export IMPL_irDropWorstVdd_v=0.000173
export IMPL_drive_above_1_share=0.0632
export IMPL_layout_top_cells="nand2_1, dfxtp_1, clkdlybuf4s50_1"
export IMPL_crit_family="simple AND/OR/NAND/NOR gates"
export IMPL_cpMaxStageDelayCell="or4b_4"
export IMPL_rsz0062_at_grt="false"
export IMPL_fin_worst_skew_ns=0.00879
export IMPL_start_kind="flop"
export IMPL_critPathMaxStageDelay_ns=0.53
export IMPL_path_clk_slew_ns=0.10
export IMPL_layout_top_cell="nand2_1"
export IMPL_ys_cells=370
export IMPL_maxCapViolCount=0
export IMPL_warnings=26
export IMPL_reg2reg_slack_ns=0.25
export IMPL_route_vias_total=2542
export IMPL_required_ns=3.50
export IMPL_drt_iter0_markers=84
export IMPL_ys_warnings_count=1
export IMPL_grt_usage=0.169
export IMPL_drtPass1Iterations=6
export IMPL_ctsRootBufferMaster="clkbuf_8"
export IMPL_hold_worst_slack_ns=0.456
export IMPL_dp_cells=512
export IMPL_num_rows=32
export IMPL_hold_depth=2
export IMPL_num_io_pins=61
export IMPL_setup_viol=0
export IMPL_end_kind="flop"
export IMPL_grt_start_max_net_pins=65
export IMPL_syn_cell_area_mm2=0.00326
export IMPL_overflow=0
export IMPL_critical_path_arrival_ns=3.25
export IMPL_syn_inst=370
export IMPL_ant_nets=0
export IMPL_crit_type="flop to flop"
export IMPL_synth_mux_area_fraction=0.00922
export IMPL_dieWidth_um=92.2
export IMPL_htree_levels=3
export IMPL_cts_tree="yes"
export IMPL_aoi_share=0.102
export IMPL_status="complete, no violations"
export IMPL_num_fill_cells=718
export IMPL_critical_path_buf_inv_count=1
export IMPL_worstPathMaxFanout=25
export IMPL_place_hpwl_um=4030
export IMPL_drc=0
export IMPL_crit_chain="nand4b_1, or4b_4, or2b_1, and2_1, ha_1, and3_1, ha_1, nor2b_2, buf_4, nor2_1, nor2_1, o31a_1"
export IMPL_fmax_ghz=0.339
export IMPL_clk_path_buf_depth=2
export IMPL_cp_depth=12
export IMPL_cts_sinks=97
export IMPL_power_uw=2000
export IMPL_core_area_mm2=0.00781
export IMPL_p_leak_uw=0.00145
export IMPL_avgViaCountPerCell=4.81
export IMPL_postCtsSetupRepairBufs=0
export IMPL_slew_violations=0
export IMPL_areaGrowthSynthToFinish_pct=26.7
export IMPL_fp_util=0.417
export IMPL_ys_ff=97
export IMPL_antenna_found_initial=0
export IMPL_grt_first_pass_wirelength_um=11200
export IMPL_ys_sh_xor=0.00538
export IMPL_gp_routability_congestion=0.850
export IMPL_clock_latency_late_pin_ns=0.35
export IMPL_top_logic_kind="simple AND/OR/NAND/NOR gates"
export IMPL_ys_seq_share=0.596
export IMPL_port_buffers=60
export IMPL_period_used=0.922
export IMPL_slew_limit_headroom=0.456
export IMPL_avgSynthCellArea_um2=8.80
export IMPL_wl_per_cell_um=12.8
export IMPL_hold_violations=0
export IMPL_yosys_area_mm2=0.00326
export IMPL_ff2ff_path_depth=12
export IMPL_num_antenna_cells=0
export IMPL_final_cells=529
export IMPL_grt_pass1_vias=2310
export IMPL_cts_made_buffers=9
export IMPL_min_period_ns=2.95
export IMPL_die_height_um=92.2
export IMPL_worst_slew_pin_slew_ns=0.815
export IMPL_simple_gate_share=0.235
export IMPL_synth_cell_types=26
export IMPL_drt_wl_total_um=6760
export IMPL_hold_class="flop to flop"
==> through the flow <==
step / util / area, um2 / setup WS (ns) / setup TNS [ns]
floorplan: - / 3260 / 0.474 / 0
global placement: 0.503 / 3930 / 0.0694 / 0
detailed placement: 0.503 / 3930 / -0.0524 / -0.0524
CTS: 0.528 / 4120 / 0.226 / 0
global route: 0.529 / 4130 / 0.0681 / 0
finish: 0.529 / 4130 / 0.250 / 0
==> registers in the layout, summed over array words and instances (netlist names) <==
| signal | cells |
|---|---|
| wr_data | 32 |
| miso | 1 |
| wr_address_out | 24 |
| wr_data_out | 32 |
| counter | 5 |
| write_status | 1 |
| wr_en_out | 1 |
| write_data_status | 1 |
==> tightest hold or removal path: cells and delay by family (launching register included) <==
family          cells  cell delay (ns)
simple gates        1             0.05
flops               1             0.32
compound gates      1             0.05
==> metal layers <==
metal  up-vias  track usage  share of wire  routed length, um
li1       1288            -              -                  -
met3         5       0.0354          0.050                339
met4         0       0.0208         0.0058                 39
met2        63        0.236           0.43               2900
met1      1186        0.288           0.52               3480
met5         -            0              0                  0
==> area by class of cell <==
class / count / area (um2) / share of cell area
Clock buffer: 10 / 138 / 0.0333
Clock inverter: 6 / 50.0 / 0.0121
Inverter: 3 / 11.3 / 0.00273
Multi-Input combinational cell: 246 / 1230 / 0.297
Sequential cell: 97 / 1940 / 0.470
Tap cell: 102 / 128 / 0.0309
Timing Repair Buffer: 65 / 633 / 0.153
==> cells by family (layout without fill, tap and decap cells) <==
logic type / count (synthesis) / count (layout)
AND/OR/NAND/NOR: 171 / 172
multiplexers: 3 / 3
adder cells (fa/ha/maj): 5 / 5
AND-OR/OR-AND: 64 / 64
XOR/XNOR: 2 / 2
buffers and inverters: 28 / 84
flip-flops: 97 / 97
==> cell usage after synthesis <==
cell type	instances	area, um2
a211oi_1	1	7.51
a21oi_1	58	290
a221oi_1	1	8.76
and2_1	34	213
and2_2	1	7.51
and3_1	3	18.8
buf_1	2	7.51
clkbuf_1	23	86.3
dfxtp_1	97	1940
ha_1	5	62.6
inv_1	3	11.3
mux2i_1	3	30.0
nand2_1	114	428
nand2b_1	1	6.26
nand4_1	1	6.26
nand4b_1	1	8.76
nor2_1	12	45.0
nor2b_1	1	6.26
o211ai_1	1	7.51
o21ai_0	2	10.0
o31a_1	1	8.76
or2b_1	1	7.51
or3_1	1	6.26
or4b_4	1	13.8
xnor2_1	1	8.76
xor2_1	1	8.76
==> worst paths after layout <==
check | start | endpoint
worst min register to register | wr_data[28] | wr_data_out[28]
worst min-delay path | wr_data[28] | wr_data_out[28]
worst max-delay path | wr_data[7] | wr_en_out
worst max register to register | wr_data[7] | wr_en_out
==> where the power goes <==
group	switching (uW)	internal (uW)	total, uW
clock network	431	315	746
registers	5.93	1210	1220
logic	26.8	12.1	38.9
==> what timing repair did <==
| action | CTS | global route |
|---|---|---|
| hold buffers | 0 | 0 |
| pin swaps | 0 | 1 |
| endpoints found under the setup margin | 1 | 1 |
| cloned | 0 | 1 |
| resized | 1 | 0 |
Power figures rest on the tool's default switching activity, not on a simulated workload.
