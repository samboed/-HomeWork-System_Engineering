`/design/flow/design.v`:
```
module Task3(
					input [7:0] X0,
					input [7:0] X1,
					input [7:0] X2,  
					input [7:0] X3,  
					input [7:0] A0,
					input [7:0] A1,
					input [7:0] A2,  
					input [7:0] A3,  
					input clk,
					input enable,
					output reg signed [17:0] result
				);
reg mult_en = 0;
reg mult_counter;
reg signed [17:0] z;
reg signed [7:0] x0,y0,x1,y1;
reg signed [15:0] result_mult0;
reg signed [15:0] result_mult1;
always @(posedge clk)
begin
	mult_en <= enable | (mult_counter == 0 & mult_en == 1) ? 1 : 0;
	mult_counter = mult_en & mult_counter == 0 ? 1 : 0;
end
always @(posedge clk)
begin	
	x0 <= mult_counter == 0 ? A0:A1;
	y0 <= mult_counter == 0 ? X0:X1;
	x1 <= mult_counter == 0 ? A2:A3;
	y1 <= mult_counter == 0 ? X2:X3;
end
always @(*)
begin	
	if (mult_en)
	begin
		z <= mult_counter == 0 ? result_mult0 + result_mult1 : z;
		result <= mult_counter == 1 ? z + result_mult0 + result_mult1 : 0;
	end
end
always @(*)
begin
	result_mult0 <= x0*y0;
	result_mult1 <= x1*y1;
end
endmodule
```
`/design/flow/run.sh`:
```
#!/bin/bash
# OpenROAD 26Q1-2900-gdf79404cd8, Yosys 0.63+post, stock flow scripts
make -C /OpenROAD-flow-scripts/flow DESIGN_CONFIG=/design/flow/config.mk WORK_HOME=/design/flow/orfs finish
```
`/design/flow/config.mk`:
```
export PLATFORM = sky130hd
export DESIGN_NAME = Task3
export DESIGN_NICKNAME = Task3
export VERILOG_FILES = /design/flow/design.v
export SDC_FILE = /design/flow/constraint.sdc
export NUM_CORES = 4
export LEC_CHECK = 1
export CORE_UTILIZATION = 40
```
`/design/flow/constraint.sdc`:
```
current_design Task3

set clk_period 3.6
set clk_io_pct 0.2

create_clock -name clk0 -period $clk_period [get_ports {clk}]

set non_clock_inputs [all_inputs -no_clocks]
set_input_delay [expr $clk_period * $clk_io_pct] -clock clk0 $non_clock_inputs
set_output_delay [expr $clk_period * $clk_io_pct] -clock clk0 [all_outputs]
```
==> reports/metrics.cfg <==
[worst_setup_path]
regToRegEndpoint = x1[7]
worstPathRequired_ps = 3780
worst_path_dominant_cell_family = flip-flops
r2r.worst_path.cells = 2
timing.rr.start = mult_counter
slowest_library_cell_on_the_worst_path = dfxtp_2
critPathLaunchType = flip-flop
setup.reg_to_reg.worst_slack_ps = 1970
timing.critical_path.cells = buf_4 > mux2_2
cp.arrival_ps = 1800
critPathMaxStageDelay_ps = 660
crit_buf_inv = 1
critical_path.max_fanout = 37
crit_type = flip-flop to flip-flop
cp-end-kind = flip-flop

[global_routing]
grt_antenna_before_repair = 0
maximum_number_of_pins_on_one_net_before_global_route_repair = 38
globalRouteOverflowTotal = 0
grtUsageTotal_pct = 16.4
grt_pass1_vias = 6365
grt_pass1_wl_um = 28900

[final_layout]
area_growth_pct = 14.6
drive_gt1_share_pct = 5.68
leading_cell_types_in_the_layout_fill_and_taps_excluded = inv_1, fa_1, and2_1, ha_1, clkdlybuf4s50_1
top_layout_cell = inv_1
final.fill_count = 2049

[logic_synthesis]
post_synth_instance_area_mm2 = 0.00882
number_of_flops_mapped_to_enable_cells_by_yosys = 0
flop_cell = dfxtp_1
yosys.stat.chipArea_mm2 = 0.00882
post_synth.cell_area_avg_um2 = 9.05
netlist.top_cell.by_area = fa_1
yosys_warnings = 1
postSynthRegisterBits = 69
synthTopCellsByArea = fa_1, ha_1, inv_1
post_synth_num_cell_types = 53
yosys_stat_cell_total = 975
async_flop_share_pct = 0
syn_inst = 975
area_share_top_type_pct = 29.3

[job]
warning_count = 25
timing.max_cap.violations = 0

[floorplan]
dieWidth_um = 151
floorplan.die.height_um = 151
pin_count = 84
design.core.area_mm2 = 0.0214
std_cell_rows = 53
die-area_mm2 = 0.0227
floorplan.initialDensity_pct = 41.3

[final_timing]
untimed_endpoints = 53
grt_setup_unrepaired = false
post-route-min-period_ps = 1630
worst-slew-pin-transition_ps = 629
slew_headroom_pct = 58.0
slew_viol_final = 0
setup_violations = 0
fmax_mhz = 615
timing_hold_violations_final = 0
fin_worst_skew_ps = 4.51
min_period_over_period_pct = 45.2
setup_tns_ps = 0
unclocked_pins = 35

[placed_design]
detailed_place_hpwl_um = 13700
io_buffer_count = 83
place.gp.congestion = 0.838

[hold_path]
worstHoldPathType = flip-flop to flip-flop
hold-path-cell-count = 1
holdCritStartpoint = mult_counter
min_to = mult_counter

[route]
drt-wirelength-per-cell_um = 11.8
drt_pass1_iterations = 4
num_antenna_cells = 0
detailedRoute.firstIterationViolations = 182
remaining_drc_errors = 0
avgViaCountPerCell = 4.68
routed-via-count = 6239
antenna_violating_nets_post_route = 0
postRouteWirelength_um = 15700

[clock_network]
clk_root_buffer_cell = clkbuf_16
post_cts.resized_instances = 0
depth_of_the_cts_h_tree = 2
insertion_delay_ps = 290
cts.reportedPaths.clkPinSlew_ps = 60
tritoncts.num_buffers = 5
cts_hold_repair.buffers = 0
max-clock-path-buffers = 2
postCtsSetupRepairBufs = 0
tritoncts = built

[outcome]
status = finished clean

-- cell usage after synthesis (all sizes together) (6+ instances only) --
master / instances
nand2: 52
fa: 129
a21oi: 35
nor2b: 15
dlxtn: 17
a21o: 8
clkbuf: 6
ha: 90
inv: 245
a31oi: 6
and2: 95
nor2: 29
mux2: 33
dfxtp: 34
nand2b: 14
xor2: 17
nand3: 10
xnor2: 44
o21ai: 28
dlxtp: 18
-- cells by family (layout without fill, tap and decap cells) --
logic type	after synthesis	after routing	share of synthesized area, %
muxes	35	35	4.44
and+or+nand+nor	230	230	14.0
buffers and inverters	253	335	10.8
latches	35	35	5.96
AOI/OAI and AO/OA	108	108	9.05
adders and majority gates	219	219	42.0
xor gates and xnor gates	61	61	6.05
DFF	34	34	7.71
-- worst register-to-register path: cells and delay by family (launching register included) --
kind	cells	cell delay, ps
DFF	1	660
buffers and inverters	1	470
muxes	1	390
-- cell type report --
| type | instances | area (um^2) | area share (%) |
|---|---|---|---|
| clock buffers | 6 | 139 | 1.37 |
| multi-input cells | 653 | 6670 | 65.9 |
| flip-flops and latches | 69 | 1210 | 11.9 |
| repair buffers | 84 | 838 | 8.29 |
| well taps | 275 | 344 | 3.40 |
| inverters | 245 | 920 | 9.09 |
-- per-layer routing --
layer / global-route usage [%] / part of all wire [%]
met5: 0 / 0
met4: 1.06 / 0.89
met3: 2.38 / 4.3
met2: 25.1 / 43
met1: 26.6 / 52
-- worst max-delay path by stage --
| stage | start | end | slack [ps] | depth (start not counted) |
|---|---|---|---|---|
| 6_report | mult_counter | x1[7] | 1970 | 2 |
| 4_1_cts | mult_counter | x1[7] | 1900 | 2 |
| 5_1_grt | mult_counter | x1[7] | 1820 | 2 |
-- per-stage QoR --
stage / util, % / hold slack [ps] / std cells / area, um^2 / setup WS [ps]
finish: 47.4 / 718 / 1332 / 10100 / 1970
global route: 47.4 / 844 / 1332 / 10100 / 1820
CTS: 47.4 / 754 / 1332 / 10100 / 1900
detailed placement: 46.7 / 740 / 1326 / 9970 / 1920
global placement: 46.7 / 733 / 1326 / 9970 / 1950
floorplan: - / 616 / 975 / 8820 / 2200
-- state kept, by name (all words and copies together), names as in the netlist --
register	flops
y0	8
mult_counter	1
x1	8
mult_en	1
result	18
z	17
x0	8
y1	8
