File: ./design.v
module multiplier(
					input  [7:0] in1,
					input  [7:0] in2,
					output [15:0] out
					);
  assign out = in1 * in2;
endmodule
module Task1( 
				output reg [15:0]	result_real,
				output reg [15:0]	result_imag,
				input	 [7:0]	a1,
				input	 [7:0]	b1,
				input	 [7:0]	a2,
				input	 [7:0]	b2,
				input  clk,
				input  enable
			);
	reg [15:0] z0, z1, z2, z3;
	wire [15:0] r0;
	reg [15:0] reg_z0,	reg_z1;
	reg [7:0] one_a1, one_b1, one_b2, one_a2;
	reg [7:0] two_a1, two_b1, two_b2, two_a2;
	reg [7:0] three_b1, three_a2;
	reg [7:0] x, y;
	reg [1:0] s = 0; 
	always @(posedge clk)
		begin
				one_a1 <= a1;
				one_b1 <= b1;
				one_b2 <= b2;
				one_a2 <= a2;	
		end
	always @(posedge clk)
		begin
				reg_z0 <= z0;
				two_a1 <= one_a1;
				two_b1 <= one_b1;
				two_b2 <= one_b2;
				two_a2 <= one_a2;			
		end
	always @(posedge clk)
		begin
				result_real <= reg_z0 - z1;
				three_b1 <= two_b1;
				three_a2 <= two_a2;
		end
	always @(posedge clk)
		begin
				result_imag <= z2 + z3;		
		end
	always @(posedge clk)
		begin
			if (s == 0)
			begin
				s = s + 1;
				x = a1;
				y = a2;
				z0 = r0;
			end
			else if (s == 1)
			begin
				s = s + 1;
				x = one_b1;
				y = one_b2;
				z1 = r0;
			end
			else if (s == 2)
			begin
				s = s + 1;
				x = two_a1;
				y = two_b2;
				z2 = r0;
			end
			else
			begin
				s = 0;
				x = three_b1;
				y = three_a2;
				z3 = r0;
			end
		end
	multiplier multiplier0 (.in1(x), .in2(y), .out(r0));
endmodule	
File: ./run.sh
#!/bin/bash
# OpenROAD 26Q1-2900-gdf79404cd8, Yosys 0.63+post, stock flow scripts
make -C /OpenROAD-flow-scripts/flow DESIGN_CONFIG=/design/flow/config.mk WORK_HOME=/design/flow/orfs finish
File: ./config.mk
export PLATFORM = sky130hd
export DESIGN_NAME = Task1
export DESIGN_NICKNAME = Task1
export VERILOG_FILES = /design/flow/design.v
export SDC_FILE = /design/flow/constraint.sdc
export NUM_CORES = 4
export LEC_CHECK = 1
export CORE_UTILIZATION = 50
File: ./constraint.sdc
current_design Task1

set clk_period 7.8
set clk_io_pct 0.2

create_clock -name clk0 -period $clk_period [get_ports {clk}]

set non_clock_inputs [all_inputs -no_clocks]
set_input_delay [expr $clk_period * $clk_io_pct] -clock clk0 $non_clock_inputs
set_output_delay [expr $clk_period * $clk_io_pct] -clock clk0 [all_outputs]
==> flow_metrics.tcl <==
# place-and-route summary
set metrics [dict create \
    drtIter0Drc 155 \
    maxClockFrequency_mhz 217 \
    setup_tns_ns 0 \
    boundaryPins 66 \
    routed_via_density 4.93 \
    netlist_area_sq_um 8930 \
    total_chip_power_uw 2700 \
    antenna_violating_nets_post_route 0 \
    yosys-top-cells-area "sky130_fd_sc_hd__dfxtp_1 (33%), sky130_fd_sc_hd__edfxtp_1 (22%), sky130_fd_sc_hd__ha_1 (9.8%)" \
    detailroute.via_count 5297 \
    sequential_cell_area_sq_um 4840 \
    cell_seen_most_often_among_critical_path_stages "sky130_fd_sc_hd__fa_1" \
    post_route_cells_drive_above_1_share_pct 5.76 \
    rsz0062_at_grt "no" \
    pwr-share-comb_pct 16.5 \
    crit_path_start_kind "register" \
    netSwitchingFraction_pct 25.3 \
    synthesis.yosys.warnings 1 \
    synthTopCellsByCount "sky130_fd_sc_hd__dfxtp_1 (146), sky130_fd_sc_hd__inv_1 (87), sky130_fd_sc_hd__ha_1 (70), sky130_fd_sc_hd__edfxtp_1 (64), sky130_fd_sc_hd__and2_1 (53)" \
    ff_type "sky130_fd_sc_hd__dfxtp_1" \
    end_kind "register" \
    yosys.stat.seqShare_pct 54.2 \
    design.core.area_sq_um 17400 \
    routed_wire_length_per_instance_um 12.6 \
    io_buffers 64 \
    cts_tree "done" \
    pwr-share-seq_pct 46.4 \
    grt_max_degree 49 \
    finalMaxSlewViolations 0 \
    p_sw_uw 685 \
    synth_cell_type_count 50 \
    first_pass_iters 4 \
    warning_count 29 \
    worst_slew_margin_pct 46.0 \
    first_pass_grt_wire_length_um 23400 \
    place_area_sq_um 9850 \
    ys_ff 210 \
    dieArea_sq_um 18400 \
    grt_util_all_layers_pct 16.8 \
    syn-instance-count 752 \
    layout.cell_area.non_filler_sq_um 10600 \
    clock_tree.root_cell "sky130_fd_sc_hd__clkbuf_16" \
    worst_setup_hold_path_clk_slew_ns 0.06 \
    max-vdd-ir-drop_v 0.000169 \
    cts-htree-levels 1 \
    power_per_cell_area_nw_per_um2 256 \
    critPathRequiredTime_ns 8.06 \
    critPathMaxFanout 8 \
    timing.final.ws_setup_ns 3.18 \
    synthesis.area_per_instance_sq_um 11.9 \
    yosys-stat-area_sq_um 8930 \
    cts_post_setup_buffers_inserted 0 \
    setup_violations 0 \
    tritoncts_buffer_count 22 \
    floorplan.die.width_um 136 \
    crit_chain "nand2_1 -> fa_1 -> fa_1 -> inv_1 -> fa_1 -> inv_1 -> fa_1 -> inv_1 -> ha_1 -> o21a_1 -> a2111oi_2 -> o21ai_0 -> a21oi_1 -> xnor2_1" \
    place_congestion 0.881 \
    clock_sinks 210 \
    final_hold_viol_count 0 \
    syn_to_final_growth_pct 18.2 \
    timing.critical_path.buf_inv 3 \
    first_global_vias 5186 \
    antenna_found_initial 0 \
    overflow 0 \
    cp_data_arrival_time_ns 4.88 \
    die_height_um 136 \
    cpPeakStageDelay_ns 0.54 \
    crit_slowest_cell "sky130_fd_sc_hd__fa_1" \
    critical_path_s_top_delay_family "adder cells" \
    power_frac_clock_pct 37.0 \
    hpwlAfterDp_um 9870 \
    worst-setup-path-type "reg2reg" \
    totalWireLength_um 13500 \
    logic_area_sq_um 3730 \
    route.antenna.diode_count 0 \
    synth-edff-count 64 \
    yosys-stat-cells 752 \
    fill_cells 1331 \
    top_cell_type_s_share_of_synthesized_area_pct 32.7 \
    post_placement_worst_setup_slack_ns 3.24 \
    outcome "complete, no violations" \
    drc 0 \
    clock_tree.buffer_depth 3 \
    internal_power_uw 2020 \
    cts_hold_buf 0 \
    cts.repair.resized 0 \
    final_period_minus_worst_setup_slack_ns 4.62 \
    min_path_type "reg2reg" \
    total_leakage_power_uw 0.00457 \
    maxCapViolCount 0 \
    std_cell_rows 48 \
    pin_slew_with_the_least_headroom_to_its_limit_ns 0.810 \
    netlist.top_cell.by_area "sky130_fd_sc_hd__dfxtp_1" \
    clk_latency_ns 0.50 \
    clock_skew_ns 0.0119 \
    post-route-period-util_pct 59.2 \
    synthArstFlopShare_pct 0 \
    post-synth-top-count-cell "sky130_fd_sc_hd__dfxtp_1" \
    reg2reg_slack_ns 3.18 \
    core_utilization_before_placement_pct 51.5 \
]
worst reg2reg max path, cell delays in order, from the launching register on:
cell and delay, ns:
sky130_fd_sc_hd__dfxtp_1 0.49, sky130_fd_sc_hd__nand2_1 0.13, sky130_fd_sc_hd__fa_1 0.51, sky130_fd_sc_hd__fa_1 0.54, sky130_fd_sc_hd__inv_1 0.05, sky130_fd_sc_hd__fa_1 0.47
sky130_fd_sc_hd__inv_1 0.05, sky130_fd_sc_hd__fa_1 0.47, sky130_fd_sc_hd__inv_1 0.04, sky130_fd_sc_hd__ha_1 0.28, sky130_fd_sc_hd__o21a_1 0.15, sky130_fd_sc_hd__a2111oi_2 0.54
sky130_fd_sc_hd__o21ai_0 0.22, sky130_fd_sc_hd__a21oi_1 0.21, sky130_fd_sc_hd__xnor2_1 0.24
kinds of logic after synthesis:
family / after synthesis / share of synthesized area, %
XOR/XNOR: 34 / 3.33
multiplexers: 18 / 2.03
buffers and inverters: 96 / 4.06
flip-flops: 210 / 54.2
adder cells (fa/ha/maj): 108 / 18.3
AND/OR/NAND/NOR: 159 / 8.84
AND-OR/OR-AND: 127 / 9.19
sequential cells by signal, indices dropped and copies added, names as in the netlist, 16 cells and up:
signal,flops
reg_z0,16
result_imag,16
result_real,16
z0,16
z1,16
z2,16
z3,16
through the flow:
step | util [%] | instances | hold WS [ns]
after CTS | 60.8 | 1075 | 0.326
final | 60.8 | 1075 | 0.324
after floorplan | - | 752 | 0.310
after detailed placement | 56.7 | 1035 | 0.312
after global routing | 60.8 | 1075 | 0.331
after global placement | 56.7 | 1035 | 0.309
cell usage in the layout, fill, tap and decap left out, drive strengths merged, types with 2 or more instances in the layout:
master,netlist,final
mux2i,17,17
clkinv,0,4
xor2,11,11
clkbuf,7,32
buf,2,3
and4,2,2
o21a,5,5
a21oi,44,44
o2111ai,2,2
nor2b,6,6
nand2,43,43
ha,70,70
o21bai,5,5
nor3,5,5
clkdlybuf4s50,0,64
nand3,6,6
a21o,16,16
edfxtp,64,64
nand2b,4,4
o31a,2,2
inv,87,90
xnor2,23,23
a31oi,5,5
nor2,36,36
and2,53,53
fa,38,38
o22ai,2,2
o21ai,30,30
dfxtp,146,146
a311o,2,2
power groups by stage:
| stage | clock [uW] | sequential (uW) | combinational [uW] |
|---|---|---|---|
| after CTS | 1030 | 1260 | 455 |
| after global routing | 1080 | 1260 | 520 |
| final | 1000 | 1260 | 447 |
path summary, 6_finish.rpt:
check | cells past startpoint | to | startpoint
worst max register to register | 14 | z1[14] | y[2]
worst max-delay path | 14 | z1[14] | y[2]
worst min register to register | 0 | two_a2[1] | one_a2[1]
worst min-delay path | 0 | two_a2[1] | one_a2[1]
layout make-up:
class | count | share of cell area, %
Tap cell | 225 | 2.67
Clock buffer | 32 | 5.95
Sequential cell | 210 | 45.9
Timing Repair Buffer | 67 | 6.28
Inverter | 87 | 3.09
Clock inverter | 8 | 0.806
Multi-Input combinational cell | 446 | 35.3
routing by layer:
layer,track usage [%],share of wire [%],up-vias
met5,0,0,-
met2,27.8,47,121
li1,-,-,2709
met1,24.4,45,2436
met4,3.31,2.0,0
met3,3.28,5.5,31
Power and IR drop assume default switching activity.
